`/design/flow/config.mk`:
```
export PLATFORM = sky130hd
export DESIGN_NAME = digital_clock
export DESIGN_NICKNAME = digital_clock
export VERILOG_FILES = /design/flow/design.v
export SDC_FILE = /design/flow/constraint.sdc
export NUM_CORES = 4
export LEC_CHECK = 1
export CORE_AREA = 10 10 88 88
export DIE_AREA = 0 0 98 98
```
`/design/flow/constraint.sdc`:
```
current_design digital_clock

set clk_period 3.1
set clk_io_pct 0.2

create_clock -name clk0 -period $clk_period [get_ports {clk}]

set non_clock_inputs [all_inputs -no_clocks]
set_input_delay [expr $clk_period * $clk_io_pct] -clock clk0 $non_clock_inputs
set_output_delay [expr $clk_period * $clk_io_pct] -clock clk0 [all_outputs]
```
`/design/flow/design.v`:
```
`timescale 1ns / 1ps
module digital_clock(
      input clk,reset,
		output reg [5:0] second,
		output reg [5:0] min,
		output reg [5:0] hour
    );
	 always @(posedge clk or posedge reset) begin
	       if (reset) begin
			     second = 6'd0;
				  min = 6'd0;
				  hour = 6'd0;
				end
			else begin
			    if (second == 6'd59) begin
				      second = 6'd0;
						if (min == 6'd59) begin 
						    min = 6'd0;
							 if (hour == 6'd23) begin
							     hour = 6'd0;
								 end
							 else begin
							     hour = hour + 6'd1;
								 end
							end
						else begin
						     min = min + 6'd1;
							end
					 end
				 else begin 
				     second = second + 6'd1;
					 end
				end						    
	     end
      endmodule
```
`/design/flow/run.sh`:
```
#!/bin/bash
# OpenROAD 26Q1-2900-gdf79404cd8, Yosys 0.63+post, stock flow scripts
make -C /OpenROAD-flow-scripts/flow DESIGN_CONFIG=/design/flow/config.mk WORK_HOME=/design/flow/orfs finish
```
==> run summary <==
Final hold vios = 0
CP required = 2.48 ns
Total CTS buffers = 3
CP peak stage delay = 0.54 ns
Overall overflow remaining after global route = 0
Switching power total = 0.0860 mW
DRT Pass-1 Iters = 4
Pint = 0.349 mW
Final Max Tran Viols = 0
Clock Pin Slew Worst Setup and Hold Paths = 0.07 ns
WP depth = 1
Tool warnings = 25
Root buf cell = clkbuf_8
Gates resized, CTS repair = 0
Cells after Synth = 90
Post-synth regs = 18
Critical path cell sequence = clkdlybuf4s50_1
Hold-fix buffers, CTS = 0
Initial antenna violation count = 0
Flop pwr share = 54.0%
Post-DP Area = 1170 sq um
Sw frac = 19.8%
Syn. warnings = 1
Number of remaining DRC errors = 0
Fin crit period = 1.95 ns
Largest net degree at the start of global routing = 19
Syn-to-layout area delta = 36.4%
Max-capacitance violation count = 0
R2R Setup Slk = 1.24 ns
CORE AREA = 5920 sq um
Post-DP HPWL = 1620 um
CP max-delay cell = dfrtp_1
Finished Layout Cells = 187
Fin crit share = 62.9%
DR vias = 717
Unrepaired setup endpoints after global routing = false
Critical path buffers and inverters = 1
Ports = 20
H-tree levels = 1
Path type of the worst setup path = register to primary output
CP endpoint = second[2]
First-pass GRT wire length = 3430 um
Total GRT Usage = 4.30%
CP Launch Type = register
Mapped Area = 901 sq um
WL final = 2070 um
HP Class = register to register
FF-to-FF path depth = 5
CTS max path bufs = 2
Vias per cell = 3.83
GP Congestion = 0.839
Placed cells = 183
Fin area = 1230 sq um
Vias in the first global route = 712
Ratio of total power to cell area = 354 nW/um^2
Fmax achieved = 513 MHz
Clock group share of total power = 44.7%
CP endpoint kind = primary output
Iter 0 DRT Violations = 40
Arrival time at the worst endpoint = 1.33 ns
CTS tree = yes
Max-slew headroom = 54.8%
Floorplan Utilization = 15.2%
Die Wd = 98 um
Detail Route Antenna Nets = 0
Yosys Chip Area = 901 sq um
Final tally of setup violations = 0
Late-Pin Clk Latency = 0.25 ns
Die Size = 9600 sq um
Cells in synth_stat.txt = 90
Leak pwr = 0.526 nW
Comb power frac = 1.3%
Total clock sinks = 18
WL/cell = 11.1 um
Crit path max-delay family = flip-flops
IO Port Bufs = 19
Distinct lib cells = 30
Tightest Pin Transition = 0.678 ns
Worst VDD drop = 0.187 mV
ANT cells = 0
Row count = 28
Worst Clk Skew = 0.00193 ns
Reg2reg end = hour[1]$_DFFE_PP0P_
Crit path from = second[2]$_DFF_PP0_
# Post-CTS Setup Buffers = 0
Setup TNS = 0 ns
CP max FO = 10
Share of cells above drive strength 1 = 6.25%
Post-synth seq share = 50.0%
Die height = 98 um
R2r startpoint = second[0]$_DFF_PP0_
Outcome = finished, final reports clean
Synth Area per Inst = 10.0 sq um
## cells in the mapped netlist
library cell | n | share of area [%]
nor2b_1 | 1 | 0.69
o21ai_0 | 9 | 5.0
nor2_1 | 5 | 2.1
nand4_1 | 2 | 1.4
o31ai_1 | 3 | 2.5
buf_6 | 1 | 1.2
ha_1 | 3 | 4.2
a21o_1 | 1 | 0.83
xor2_1 | 2 | 1.9
nand3_1 | 3 | 1.7
or3_1 | 2 | 1.4
mux2_1 | 2 | 2.5
a22o_1 | 1 | 0.97
and3_1 | 1 | 0.69
dfrtp_1 | 18 | 50
a22oi_1 | 1 | 0.83
a21oi_1 | 1 | 0.56
and4b_4 | 1 | 1.5
xnor2_1 | 2 | 1.9
and2_1 | 3 | 2.1
nor4b_1 | 1 | 0.97
and4b_1 | 1 | 1.1
nor3_2 | 1 | 1.1
or4_1 | 1 | 0.83
nor3_1 | 2 | 1.1
nand2_1 | 16 | 6.7
inv_1 | 3 | 1.2
o41ai_1 | 1 | 0.97
o211ai_1 | 1 | 0.83
nand3_2 | 1 | 1.1
## stage by stage
stage          power (mW)  util, %  hold slack (ns)  worst slack, ns
5_1_grt             0.457     20.8            0.550             1.07
4_1_cts             0.440     20.8            0.517             1.14
6_report            0.435     20.8            0.509             1.15
2_1_floorplan       0.243        -            0.456             1.48
3_3_place_gp        0.246     19.8            0.512             1.33
3_5_place_dp        0.246     19.8            0.503             1.29
## logic make-up after synthesis
| logic type | count (synthesis) | synth area share, % |
|---|---|---|
| mux | 2 | 2.50 |
| buf+inv | 4 | 2.50 |
| xor+xnor | 4 | 3.89 |
| compound gates | 18 | 12.5 |
| simple gates | 41 | 24.4 |
| fa+ha+maj | 3 | 4.17 |
| flops | 18 | 50.0 |
## flip-flops by register name, summed over array words and instances (netlist names)
signal / cells
min: 6
hour: 6
second: 6
## layout by cell type, fill, tap and decap left out, drive strengths merged, types with 4 or more instances in the layout
cell type / Yosys / routed
clkdlybuf4s50: 0 / 19
o21ai: 9 / 9
clkbuf: 0 / 4
nor2: 5 / 5
dfrtp: 18 / 18
nand3: 4 / 4
nand2: 16 / 16
## area by class of cell
type / count / area, sq um
Inverter: 3 / 11.3
Sequential cell: 18 / 450
Clock buffer: 4 / 55.1
Multi-Input combinational cell: 68 / 428
Tap cell: 75 / 93.8
Timing Repair Buffer: 19 / 190
Fill cell: 627 / 4690
## worst min-delay path by stage
stage                       start             endpoint  slack (ns)  cells after the start
CTS           hour[5]$_DFFE_PP0P_  hour[5]$_DFFE_PP0P_        0.52                      1
global route  hour[5]$_DFFE_PP0P_  hour[5]$_DFFE_PP0P_        0.55                      1
finish        hour[5]$_DFFE_PP0P_  hour[5]$_DFFE_PP0P_        0.51                      1
## metal layers
| layer | part of all wire (%) | wire length (um) | GRT usage (%) | vias to the layer above |
|---|---|---|---|---|
| li1 | - | - | - | 366 |
| met3 | 9.9 | 205 | 2.49 | 0 |
| met1 | 47 | 970 | 5.62 | 334 |
| met2 | 43 | 893 | 6.24 | 17 |
| met4 | 0 | 0 | 0.336 | 0 |
| met5 | 0 | 0 | 0 | - |
## power groups by stage
| stage | Clock (mW) | Sequential [mW] | Combinational (mW) |
|---|---|---|---|
| global route | 0.215 | 0.235 | 0.00701 |
| finish | 0.194 | 0.235 | 0.00566 |
| CTS | 0.199 | 0.235 | 0.00629 |
Power and IR drop assume default switching activity.
