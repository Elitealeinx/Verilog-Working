[flow/config.mk]
export PLATFORM = sky130hd
export DESIGN_NAME = bit4_parallel_sub
export DESIGN_NICKNAME = bit4_parallel_sub
export VERILOG_FILES = /design/flow/design.v
export SDC_FILE = /design/flow/constraint.sdc
export NUM_CORES = 4
export LEC_CHECK = 1
export CORE_AREA = 10 10 70 70
export DIE_AREA = 0 0 80 80
[flow/constraint.sdc]
current_design bit4_parallel_sub

set clk_period 3.1
set clk_io_pct 0.2

create_clock -name clk0 -period $clk_period

set non_clock_inputs [all_inputs -no_clocks]
set_input_delay [expr $clk_period * $clk_io_pct] -clock clk0 $non_clock_inputs
set_output_delay [expr $clk_period * $clk_io_pct] -clock clk0 [all_outputs]
[flow/design.v]
module bit4_parallel_sub(
    input [3:0] a,
    input [3:0] b,
    input c_in,
    output  reg [3:0] diff,
	 output reg b_out
    );
	 integer i;
	 reg [4:0] c;
	always @(*) begin
	c[0]=c_in;
	 for(i=0;i<=3;i=i+1) begin
	     diff[i]=a[i] ^ (~b[i]) ^ c[i];
		  c[i+1]=(((a[i] ^ (~b[i])) & c[i]) | (a[i] & (~b[i])));
    end
	 b_out=c[i];
end
endmodule
[flow/run.sh]
#!/bin/bash
# OpenROAD 26Q1-2900-gdf79404cd8, Yosys 0.63+post, stock flow scripts
make -C /OpenROAD-flow-scripts/flow DESIGN_CONFIG=/design/flow/config.mk WORK_HOME=/design/flow/orfs finish
==> out/metrics.csv <==
stage;metric;value;unit
place;Final Wtd Congestion;0.742;
route;vias per cell;1.66;
yosys;aoi share;0;
yosys;Dominant cell area share;0.703;
yosys;Yosys warning count;1;
final_layout;Area growth syn-to-layout;168;%
sta;headroom to the max-slew limit;0.925;
sta;shortest clock period the worst path allows after layout;2990;ps
final_layout;end-of-flow core utilization;0.0894;
pwr;peak ir drop on the vdd network;20.0;uV
pwr;leakage power summed over all cells;0.140;nW
final_layout;fraction of final layout cells with drive strength greater than 1;0.370;
final_layout;register cell area after layout;0;um^2
yosys;Post-synth mux share;0;
final_layout;sequential cell count;0;
run;number of warnings in the stage logs;32;
final_layout;most frequently placed logic cells in the final layout;7 x clkdlybuf4s50_1, 6 x inv_1, 3 x inv_2, 3 x fa_2, 3 x buf_2;
critical_path;endpoint kind of the worst setup timing path;primary output;
route;detail-routed net length per standard cell;7.41;um
final_layout;fill cell count;406;
yosys;most area-hungry cell type in the Yosys netlist;fa_1;
route;number of detailed-routing iterations run before antenna repair;1;
floorplanning;die footprint;0.00640;mm^2
critical_path;cell seen most often among critical-path stages;fa_2;
cts;count of hold-fix buffers inserted at cts;0;
yosys;dominant combinational cell family by area after synthesis;adder cells;
pwr;Design Power;41.9;uW
critical_path;cells along the critical path;buf_6 > inv_2 > fa_2 > fa_2 > fa_2 > inv_2 > fa_1 > buf_2;
global_route;vias in the first global route;145;
floorplanning;num ports;14;
yosys;yosys cell count;13;
final_layout;number of clock buffers in the layout;0;
route;number of DRC violations after detailed-routing iteration 0;0;
sta;final worst-path cycle share;0.966;
global_route;global-route congestion overflow total;0;
yosys;YS chip area;114;um^2
yosys;adder share;0.703;
place;Port Buffers;14;
yosys;cell area after technology mapping;114;um^2
critical_path;critical path data required time;2480;ps
global_route;pin count of the biggest net entering global routing;2;
sta;Worst Max-Slew Pin Slew;112;ps
floorplanning;chip height;80;um
critical_path;largest fanout on the critical path;1;
yosys;number of distinct standard cells referenced by the synthesized netlist;2;
place;worst setup timing slack at the placement stage;-755;ps
critical_path;longest individual stage delay on the worst path;410;ps
sta;Setup Viol. Count Final;0;
critical_path;critical setup path kind;primary input to primary output;
final_layout;commonest non-fill, non-tap cell in the layout;clkdlybuf4s50_1;
status;result of the run;finished clean;
critical_path;critical path arrival;2370;ps
floorplanning;core outline area;0.00342;mm^2
sta;final tally of hold violations;0;
sta;least setup slack across all paths after layout;106;ps
floorplanning;Core Util at FP;0.0333;
final_layout;finished layout cell area;305;um^2
global_route;overall fraction of global-route tracks in use;0.0167;
route;DRC viols;0;
critical_path;cell class contributing the biggest share of worst-path delay;adder cells;
yosys;average cell area after synthesis;8.76;um^2
global_route;global-route wire length before repair;800;um
place;area after detailed placement;312;um^2
sta;Max Fclk;334;MHz
cts;post-CTS repair timing setup buffer count;0;
sta;Final Max-Slew Violation Tally;0;
yosys;number of standard cells after synthesis;13;
route;number of vias in the routed layout;121;
sta;unrepaired setup endpoints after global routing;false;
critical_path;CP Launch Type;primary input;
route;Total Routed Length;541;um
yosys;Synth Area in Simple Gates;0;
yosys;xor-xnor portion of the synthesized cell area;0;
yosys;Post-synth seq share;0;
pwr;power density over the cells;137;mW/mm^2
critical_path;Buf/Inv on CP;4;
floorplanning;Die W;80;um
sta;worst hold slack after final layout;1950;ps
route;number of antenna repair diodes;0;
run;count of maximum capacitance violations;0;
global_route;antenna violations before repair;0;
yosys;main area contributors;fa_1 70%, inv_1 30%;
hold_path;kind of path behind the tightest hold check;primary input to primary output;
route;remaining antenna violation count after routing;0;
floorplanning;total number of placement rows;21;
critical_path;Slowest cell on crit path;fa_1;
[worst paths after layout]
path	depth (start not counted)	slack (ps)	start	endpoint
worst min-delay path	4	1950	b[0]	diff[0]
worst max-delay path	8	110	c_in	diff[3]
[metal layers]
metal,global-route usage,vias up,share of wire,wire (um)
li1,-,58,-,-
met1,0.0228,54,0.45,244
met2,0.0249,9,0.40,219
met3,0.00795,0,0.14,77
met4,0,0,0,0
met5,0,-,0,0
[report_power, final]
part	switching [mW]	internal, mW
logic	0.0137	0.0282
registers	0	0
clock network	0	0
[area by class of cell]
class	instances	area (um^2)	area share
Inverter	9	33.8	0.111
Multi-Input combinational cell	4	87.6	0.287
Tap cell	46	57.6	0.189
Timing Repair Buffer	14	126	0.414
[cell families after synthesis]
logic type  Yosys count
buf+inv               9
fa+ha+maj             4
[worst min-delay path: stages]
cell             delay [ps]
buf_2                    90
fa_2                    180
inv_1                    30
clkdlybuf4s50_1         400
[through the flow]
step	instances	setup TNS, ps
global route	73	0
finish	73	0
detailed placement	73	-1810
floorplan	13	0
CTS	73	0
global placement	73	-1770
[repair_timing]
item,in CTS,in global routing
resized,22,2
pin swaps,4,3
endpoints found under the hold margin,0,0
setup endpoints to repair,4,1
[synth_stat cells]
cell	count
fa_1	4
inv_1	9
Power and IR drop assume default switching activity.
